[design/flow/config.mk]
export PLATFORM = sky130hd
export DESIGN_NAME = SHIFT_ADD_MUL
export DESIGN_NICKNAME = SHIFT_ADD_MUL
export VERILOG_FILES = /design/flow/design.v
export SDC_FILE = /design/flow/constraint.sdc
export NUM_CORES = 4
export LEC_CHECK = 1
export CORE_UTILIZATION = 30
[design/flow/design.v]
module SHIFT_ADD_MUL(in1,in2,clk,rst,go,out,done);
input [3:0] in1,in2;
input clk,rst,go;
output [7:0] out;
output done;
wire lda,ldb,ldp,op_en,eq3;
DATAPATH D1(in1,in2,clk,rst,lda,ldb,ldp,op_en,set_count,out,eq3);
CONTROLPATH C1(clk,rst,go,eq3,lda,ldb,ldp,set_count,op_en,done);
endmodule
module DATAPATH(in1,in2,clk,rst,lda,ldb,ldp,op_en,set_count,out,eq3);
input [3:0] in1,in2;
input clk,rst,lda,ldb,ldp,op_en,set_count;
output [7:0] out;
output eq3;
wire [3:0] a_reg_out,b_reg_out;
wire [7:0] shift_in,shift_out,p_reg_in,p_reg_out;
wire [1:0] count;
REGISTER4 Ra(in1,clk,rst,lda,a_reg_out);
REGISTER4 Rb(in2,clk,rst,ldb,b_reg_out);
COUNTER Cntr(clk,rst,count,set_count);
MUX M1(a_reg_out,0,b_reg_out[count],shift_in);
SHIFT S1(shift_in,shift_out,count);
REGISTER8 Rp(p_reg_in,clk,rst,ldp,p_reg_out);
ADDER A1(shift_out,p_reg_out,p_reg_in);
REGISTER8 Ro(p_reg_out,clk,rst,op_en,out);
COMPARE Comp(count,eq3);
endmodule
module MUX(in1,in2,sel,out);
input [3:0] in1;
input [3:0] in2;
input sel;
output [7:0] out;
assign out=sel?in1:in2;
endmodule
module SHIFT(in,out,n);
input [7:0] in;
input [1:0]n;
output[7:0] out;
assign out=in<<n;
endmodule
module COUNTER(clk,rst,count,set_count);
input clk,rst,set_count;
output reg [1:0] count;
always @(posedge clk)
begin
    if(rst)
        count<=0;  
    else if(set_count)
        count<=0;
    else
        count<=count+1;
end
endmodule
module REGISTER4(in,clk,rst,ld,out);
input [3:0] in;
input clk,rst,ld;
output reg [3:0] out;
always @(posedge clk)
begin
    if(rst)
        out<=0;
    else if(ld)
        out<=in;
    else
        out<=out;
end
endmodule
module REGISTER8(in,clk,rst,ld,out);
input [7:0] in;
input clk,rst,ld;
output reg [7:0] out;
always @(posedge clk)
begin
    if(rst)
        out<=0;
    else if(ld)
        out<=in;
    else
        out<=out;
end
endmodule
module COMPARE(in,out);
input [1:0] in;
output reg out;
always @(*)
begin
    if(in==3)
        out=1;
    else
        out=0;
end
endmodule
module ADDER(in1,in2,out);
input [7:0] in1,in2;
output [7:0] out;
assign out=in1+in2;
endmodule
module CONTROLPATH(clk,rst,go,eq3,lda,ldb,ldp,set_count,op_en,done);
input clk,rst,go,eq3;
output reg lda,ldb,ldp,op_en,done,set_count;
reg [1:0] PS,NS;
parameter   s0=2'b00,
            s1=2'b01,
            s2=2'b10,
            s3=2'b11;
always @(posedge clk)
begin
    if(rst)
        PS<=s0;
    else
        PS<=NS;
end
always @(PS,go,eq3)
begin
    case(PS)
        s0: begin
                lda<=0;
                ldb<=0;
                ldp<=0;
                op_en<=0;
                done<=0;
                set_count<=1;
                if(go)
                    NS<=s1;
                else
                    NS<=s0;
            end
        s1: begin
                lda<=1;
                ldb<=1;
                ldp<=1;
                op_en<=0;
                done<=0;
                set_count<=1;
                NS<=s2;
            end
        s2: begin
                lda<=0;
                ldb<=0;
                ldp<=1;
                op_en<=0;
                done<=0;
                set_count<=0;
                if(eq3)
                    NS<=s3;
                else
                    NS<=s2;
            end
        s3: begin
                lda<=0;
                ldb<=0;
                ldp<=0;
                op_en<=1;
                done<=1;
                set_count<=1;
            end
    endcase
end
endmodule
[design/flow/run.sh]
#!/bin/bash
# OpenROAD 26Q1-2900-gdf79404cd8, Yosys 0.63+post, stock flow scripts
make -C /OpenROAD-flow-scripts/flow DESIGN_CONFIG=/design/flow/config.mk WORK_HOME=/design/flow/orfs finish
[design/flow/constraint.sdc]
current_design SHIFT_ADD_MUL

set clk_period 4.2
set clk_io_pct 0.2

create_clock -name clk0 -period $clk_period [get_ports {clk}]

set non_clock_inputs [all_inputs -no_clocks]
set_input_delay [expr $clk_period * $clk_io_pct] -clock clk0 $non_clock_inputs
set_output_delay [expr $clk_period * $clk_io_pct] -clock clk0 [all_outputs]
==> flow_summary.toml <==
# implementation run metrics
[outcome]
status = "completed"

[synth]
ff_type = "dfxtp_1"
synthCells = 159
yosysTopAreaCell = "dfxtp_1"
syn_area_um2 = 1550
yosys_warnings = 7
ys_cells = 159
yosysChipArea_um2 = 1550
synth_area_per_cell_um2 = 9.75
synth_top_area_share_pct = 36.2
top_cells_by_area = "dfxtp_1 (36%), mux2i_1 (13%), ha_1 (11%)"
edf_count = 0
synth_cell_types = 42
async_reset_ff_share_pct = 0
ys.flops = 30

[timing]
timing.final.ws_setup_ns = 1.29
slew_headroom_pct = 54.3
untimed_endpoints = 2
post-route-min-period_ns = 2.91
finalSetupViolCount = 0
fmax_mhz = 343
tightest_slew_ns = 0.683
fin_worst_skew_ns = 0.00561
slew_violations = 0
post-route-period-util_pct = 69.4
timing.hold.ws_ns = 0.500
hold_viol_final = 0
finalSetupTns_ns = 0
rsz0062_at_grt = "no"
unclocked_pins = 2

[clock_network]
cts_buffer_depth = 2
postCtsSetupRepairBufs = 0
cts_tree = "built"
clkTransAtPathRegs_ns = 0.10
cts_root_buf = "clkbuf_8"
cts_buffers = 3
clock_latency_ns = 0.27
htreeDepth = 1
cts_resized = 0
cts_hold_buf = 0

[place]
io_buffers = 19
place_ws_ns = 1.29
place_area_um2 = 1790
post-place-cells = 237
hpwl_um = 2030
gp_congestion = 0.789

[cells_and_area]
lay_top_cells = "dfxtp_1 (28), nor2_1 (21), mux2i_1 (20)"
post-route-util_pct = 38.1
final_layout_size_suffix_gt1_share_pct = 6.90
fin_cells = 241
fin_area_um2 = 1850
mostFrequentLayoutCell = "dfxtp_1"
area_delta_synth_final_pct = 19.2

[pwr]
p_leak_nw = 0.800
power_mw = 0.469
irDropWorstVdd_mv = 0.170
p_per_area_nw_per_um2 = 254

[routing]
drt_iter0_markers = 23
via_per_inst = 4.56
drt_pass1_iterations = 4
diodes = 0
drc = 0
dr_total_vias = 1098
wl_per_cell_um = 11.4
drt_wl_total_um = 2750
ant_nets = 0

[worst_setup_path]
crit_fanout = 13
rrSetupSlack_ns = 1.29
startpoint_type = "flip-flop"
crit-reg2reg-launch = "D1.Cntr.count[0]$_SDFF_PP0_"
end_kind = "flip-flop"
required_ns = 4.37
path_class = "reg -> reg"
crit_start = "D1.Cntr.count[0]$_SDFF_PP0_"
crit_arrival_ns = 3.08
worstSetupEndpoint = "D1.Rp.out[6]$_SDFFE_PP0N_"
rr_worst_depth = 7
r2r_end = "D1.Rp.out[6]$_SDFFE_PP0N_"

[die]
rows = 25
io_pins = 20
die_h_um = 73.9
die_w_um = 73.9
fp_util_pct = 32.0
die-area_um2 = 5460
coreArea_um2 = 4850

[job]
max_cap_viol_count = 0
warnings = 30

[hold_path]
hold_path_class = "reg -> reg"

[grt]
grt_pass1_vias = 1026
grt_usage_pct = 11.7
grt_max_degree = 20
overflow = 0
grt_pass1_wl_um = 4820
antenna_found_initial = 0
-- cell usage after synthesis, types with 2 or more instances --
| cell type | n |
|---|---|
| inv_1 | 6 |
| and2_1 | 3 |
| nor2b_1 | 4 |
| nand2b_1 | 2 |
| nor3_1 | 2 |
| nor4_1 | 2 |
| xnor2_1 | 2 |
| dfxtp_1 | 28 |
| o21ai_0 | 4 |
| nand2_1 | 8 |
| buf_2 | 4 |
| mux2_2 | 2 |
| and3_1 | 2 |
| buf_1 | 2 |
| dlxtn_1 | 2 |
| nor3b_1 | 3 |
| clkbuf_1 | 3 |
| ha_1 | 14 |
| a211oi_1 | 2 |
| a21oi_1 | 3 |
| mux2i_1 | 20 |
| nor2_1 | 21 |
-- sequential cells by signal (all words and copies together) (netlist names) --
name           count
D1.Rp.out          8
D1.Ro.out          8
D1.Ra.out          4
C1.PS              2
D1.Cntr.count      2
C1.NS              2
D1.Rb.out          4
-- metal layers --
metal	share of wire (%)	wire [µm]	vias up	track usage (%)
li1	-	-	587	-
met5	0	0	-	0
met4	0.84	23	0	0.855
met1	52	1440	488	19.1
met2	42	1150	21	16.5
met3	5.2	144	2	3.05
-- power by group --
part           internal, mW  leakage, nW  switching [mW]  total, mW
combinational        0.0163        0.528          0.0136     0.0300
sequential            0.269        0.243         0.00388      0.273
clock                0.0839       0.0288          0.0821      0.166
-- worst max-delay path, cell delays in order (launching register included) --
cell and delay, ns:
dfxtp_1 0.58, mux4_2 0.60, nor3b_1 0.19, fa_1 0.45, a21o_2 0.24, a211oi_1 0.30
nor4_1 0.09, or3_1 0.36
-- cell families after synthesis --
kind of cell / count (synthesis) / share of synthesized area, %
AND-OR/OR-AND: 22 / 11.5
XOR/XNOR: 2 / 1.13
adder cells (fa/ha/maj): 15 / 12.6
buffers and inverters: 15 / 3.95
flip-flops: 28 / 36.2
latches: 2 / 1.94
multiplexers: 24 / 16.5
AND/OR/NAND/NOR: 51 / 16.1
-- worst min path at each step --
stage     slack [ns]                        end  cells after the start                       from
4_1_cts         0.51  D1.Rb.out[2]$_SDFFE_PP0N_                      2  D1.Rb.out[2]$_SDFFE_PP0N_
5_1_grt         0.54  D1.Rp.out[3]$_SDFFE_PP0N_                      2  D1.Rp.out[3]$_SDFFE_PP0N_
6_report        0.50  D1.Rb.out[2]$_SDFFE_PP0N_                      2  D1.Rb.out[2]$_SDFFE_PP0N_
-- cell type report --
type,count,area (µm²)
Tap cell,67,83.8
Fill cell,485,3000
Timing Repair Buffer,20,198
Clock buffer,4,55.1
Multi-Input combinational cell,114,898
Inverter,6,22.5
Sequential cell,30,591
No activity file was given, so power comes from the tool's default toggle rates.
